<file path="./run.sh">
#!/bin/bash
# OpenROAD 26Q1-2900-gdf79404cd8, Yosys 0.63+post, stock flow scripts
make -C /OpenROAD-flow-scripts/flow DESIGN_CONFIG=/design/flow/config.mk WORK_HOME=/design/flow/orfs finish
</file>
<file path="./constraint.sdc">
current_design instruc_mem_top

set clk_period 42.6
set clk_io_pct 0.2

create_clock -name clk0 -period $clk_period [get_ports {clk}]

set non_clock_inputs [all_inputs -no_clocks]
set_input_delay [expr $clk_period * $clk_io_pct] -clock clk0 $non_clock_inputs
set_output_delay [expr $clk_period * $clk_io_pct] -clock clk0 [all_outputs]
</file>
<file path="./instr.mem">
00200513  // addi x10, x0, 2
          // x10 <- 2
          

00100113  // addi x2, x0, 1
          // x2 <- 1
         
014000EF  // jal x1, 20
          // x1 <- PC + 4
          // PC <- PC + 20
          

00810193  // addi x3, x2, 8
          // x3 <- x2 + 8
          

000012B7  // lui x5, 0x1
          // x5 <- 0x00001000
         
03000317  // auipc x6, 0x30
          // x6 <- PC + (0x30 << 12)
          
00A19863  // bne x3, x10, +16
          // if (x3 != x10) PC <- PC + 16
          

00000033  // add x0, x0, x0   (NOP)
          // 

00210233  // add x4, x2, x2
          // x4 <- x2 + x2
          
00008067  // jalr x0, x1, 0
          // PC <- x1
          

00352323  // sw x3, 6(x10)
          // Mem[x10 + 6] <- x3
          

00652383  // lw x7, 6(x10)
          // x7 <- Mem[x10 + 6]
          

FD1FF0EF  // jal x1, -48
          // x1 <- PC + 4
          // PC <- PC - 48



</file>
<file path="./design.v">
module memory#(
    parameter INIT_MEM = 0
)(
    input wire clk,
    input wire we_re,
    input wire request,
    input wire [7:0]address,
    input wire [31:0]data_in,
    input wire [3:0]mask,
    output reg [31:0]data_out
);
    reg [31:0] mem [0:255];
    initial begin
        if (INIT_MEM) $readmemh("instr.mem",mem);
        else begin
            integer i;
            for(i=0; i<256; i=i+1) mem[i] = 32'b0;
        end
    end
    always @(*) begin
        if (request && !we_re) begin
            data_out = mem[address];
        end else begin
            data_out = 32'b0;
        end
    end
    always @(posedge clk) begin
        if (request && we_re) begin
            if(mask[0]) mem[address][7:0]   <= data_in[7:0];
            if(mask[1]) mem[address][15:8]  <= data_in[15:8];
            if(mask[2]) mem[address][23:16] <= data_in[23:16];
            if(mask[3]) mem[address][31:24] <= data_in[31:24];
        end
    end
endmodule
module data_mem_top #(parameter INIT_MEM = 0)(
    input wire clk, input wire rst, input wire we_re, input wire request, input wire load, input wire [3:0] mask, input wire [7:0] address, input wire [31:0] data_in,
    output reg valid, output wire [31:0] data_out
    );
    always @(posedge clk or negedge rst ) begin
        if(!rst) valid <= 0;
        else valid <= load;
    end
    memory #(.INIT_MEM(INIT_MEM)) u_memory (.clk(clk), .we_re(we_re), .request(request), .mask(mask), .address(address), .data_in(data_in), .data_out(data_out));
endmodule
module instruc_mem_top #(parameter INIT_MEM = 0)(
    input wire clk, input wire rst, input wire we_re, input wire request, input wire [3:0] mask, input wire [7:0] address, input wire [31:0] data_in,
    output reg valid, output wire [31:0] data_out
    );
    always @(posedge clk or negedge rst ) begin
        if(!rst) valid <= 0;
        else valid <= request;
    end
    memory #(.INIT_MEM(INIT_MEM)) u_memory (.clk(clk), .we_re(we_re), .request(request), .mask(mask), .address(address), .data_in(data_in), .data_out(data_out));
endmodule
module wrappermem (
    input wire [31:0] data_i, input wire [1:0] byteadd, input wire [2:0] fun3, input wire mem_en, input wire Load, input wire data_valid, input wire [31:0]wrap_load_in,
    output reg [3:0] masking, output reg [31:0] data_o, output reg [31:0] wrap_load_out
);
    always @(*) begin
        masking = 4'b0000; data_o = 0; wrap_load_out = 0;
        if (mem_en) begin
            if(fun3==3'b000) case (byteadd) 0:begin masking=1; data_o=data_i; end 1:begin masking=2; data_o={data_i[31:16],data_i[7:0],data_i[7:0]}; end 2:begin masking=4; data_o={data_i[31:24],data_i[7:0],data_i[15:0]}; end 3:begin masking=8; data_o={data_i[7:0],data_i[23:0]}; end endcase
            if(fun3==3'b001) case (byteadd) 0:begin masking=3; data_o=data_i; end 1:begin masking=6; data_o={data_i[31:24],data_i[15:0],data_i[7:0]}; end 2:begin masking=12; data_o={data_i[15:0],data_i[15:0]}; end endcase
            if(fun3==3'b010) begin masking=15; data_o=data_i; end
        end
        if (Load | data_valid) begin
            if(fun3==3'b000) case (byteadd) 0:wrap_load_out={{24{wrap_load_in[7]}},wrap_load_in[7:0]}; 1:wrap_load_out={{24{wrap_load_in[15]}},wrap_load_in[15:8]}; 2:wrap_load_out={{24{wrap_load_in[23]}},wrap_load_in[23:16]}; 3:wrap_load_out={{24{wrap_load_in[31]}},wrap_load_in[31:24]}; endcase
            if(fun3==3'b001) case (byteadd) 0:wrap_load_out={{16{wrap_load_in[15]}},wrap_load_in[15:0]}; 1:wrap_load_out={{16{wrap_load_in[23]}},wrap_load_in[23:8]}; 2:wrap_load_out={{16{wrap_load_in[31]}},wrap_load_in[31:16]}; endcase
            if(fun3==3'b010) wrap_load_out=wrap_load_in;
            if(fun3==3'b100) case (byteadd) 0:wrap_load_out={24'b0,wrap_load_in[7:0]}; 1:wrap_load_out={24'b0,wrap_load_in[15:8]}; 2:wrap_load_out={24'b0,wrap_load_in[23:16]}; 3:wrap_load_out={24'b0,wrap_load_in[31:24]}; endcase
            if(fun3==3'b101) case (byteadd) 0:wrap_load_out={16'b0,wrap_load_in[15:0]}; 1:wrap_load_out={16'b0,wrap_load_in[23:8]}; 2:wrap_load_out={16'b0,wrap_load_in[31:16]}; endcase
            if(fun3==3'b110) wrap_load_out=wrap_load_in;
        end     
    end
endmodule
</file>
<file path="./config.mk">
export PLATFORM = sky130hd
export DESIGN_NAME = instruc_mem_top
export DESIGN_NICKNAME = instruc_mem_top
export VERILOG_FILES = /design/flow/design.v
export SDC_FILE = /design/flow/constraint.sdc
export NUM_CORES = 4
export LEC_CHECK = 1
export CORE_UTILIZATION = 50
export SYNTH_MEMORY_MAX_BITS = 65536
</file>
==> run notes <==
Latest figures from synthesis and place and route.

The post-detailed-route count of antenna-violating nets is 0. The remaining routing DRC violations is 0. The number of clock buffers added by TritonCTS is 811. In this run the power spent charging and discharging nets is 3.53 mW.

The OpenROAD report gives the critical path a data arrival time of between 15 and 20 ns. The pre-CTS setup check shows a worst slack of between 15 and 20 ns. The relative contribution of sequential cells to total power is between 50% and 60%. The setup slack of the critical path after layout is roughly 18 ns. The highest-count logic cell in the final layout is sky130_fd_sc_hd__edfxtp_1. The die boundary width is ~800 µm. The clock net sink count is slightly above 8000. The number of global-route vias before repair is roughly 170k.

The post-synthesis cell count from yosys is between 15000 and 20000. The placement row count is between 200 and 300. The post-synthesis to final-layout area growth is 12.2%. As logged by OpenROAD, the buffers inserted on ports number around 80.

The required time at the worst endpoint is listed as between 30 and 40 ns. Yosys reports a chip area of around 0.32 mm². Counting pins that exceed their max-slew limit in the final report gives 0. In this run the cell area of the synthesized design comes to roughly 0.32 mm². The cell chosen for the clock root is sky130_fd_sc_hd__clkbuf_16. In this run the tightest slew margin relative to its limit is roughly 5%. The number of setup violations in the final report is 0. The die is 797 µm tall.

The flow ran to the end, and the final reports show no timing, DRC or antenna violations. Per the post-synthesis report, the number of cells in the design is between 15000 and 20000. The power per standard cell area is ~46 mW/mm².

STA classifies the critical path startpoint as an input port. TritonCTS built the clock tree. The count of boundary I/O pins is 81. STA lists the maximum fanout along the critical path as 38. At the end of routability-driven placement, the weighted congestion stood at 0.923.

The maximum clock insertion buffer count is 4. The post-route netlist has roughly a fifth of its cells at a drive strength greater than 1. The routed design has about 870000 µm of wire. Entering global routing, the biggest net connects about 110 pins.

The synthesis log from Yosys contains 2 warnings. The final-layout setup total negative slack is 0 ns. The via count is 156000.

For this run, the register share of the synthesized area comes to 77.8%. The period utilization is a little under three fifths. The die footprint is ~0.64 mm². Per the synth log, the flip-flop and latch total comes to 8193. The combinational share of power is 4.7%. The actual slew at the worst max-slew pin is ~1.4 ns. The cell leakage power is ~110 nW. The number of enable-type register cells in the synthesized netlist is between 8000 and 9000. For the completed layout, the total cell area is recorded as 0.355 mm². The hold buffer count at cts is 0.

The class of the tightest hold or removal check is input port to async pin. The time the final worst path needs with I/O delays and setup is between 20 and 25 ns. The global-route wire length before repair is 1230000 µm. The number of antenna violations at the first check in global routing came to 43. Once the clock tree was built, the resizer swapped 0 gates to a different size. The highest clock rate is between 40 and 50 MHz. Per the detail_route report, routed wire per instance is 34.5 µm. The tool flagged a number of max-cap violations equal to 0. The H-tree depth is 6. The core utilization of the finished layout is a little under three fifths. Warnings raised by the tools during the run amount to 30. The dominant register cell is sky130_fd_sc_hd__edfxtp_1. The power share of the clock group is between 40% and 50%. The gate-level netlist out of Yosys references about 50 unique cell types.

The share of total power consumed by net switching is 21.5%. Per the OpenROAD floorplan log, the area of the core is 0.629 mm². In the routed layout, each cell is associated on average with a via count of a little over 6. After clock tree synthesis, the clock-pin slew on the worst setup and hold paths is roughly 0.060 ns. In this run the mean area of a mapped cell was 20.3 µm². The floorplan step records an initial core utilization of about 50%. The number of DRC markers after the initial detailed-route iteration is between 10000 and 15000. The internal power of the cells is 12.9 mW.

For this run, asynchronously set or reset flops after synthesis account for less than 1%. The overall overflow remaining after global route is 0. The worst setup path is captured at an output pin. Setup repair after global routing left no endpoint under its margin. Across every metal layer, demand over resource in global routing totals a little under a third. The number of setup buffers added after CTS is 0. The critical path is of the input port to output pin type. The placed instances occupy a cell area of about 0.33 mm². The worst-case vdd ir drop is 0.0490 mV. The half-perimeter wire length after placement is 561000 µm. The library cells used most frequently in the layout, excluding fill and tap cells, are sky130_fd_sc_hd__edfxtp_1 (8192), sky130_fd_sc_hd__mux4_2 (1470), sky130_fd_sc_hd__mux2i_1 (1159).

The final hold violation count recorded for this run is 0. The iteration tally of the first detailed-router pass is 9.
-- critical path, cell delays in order --
cell and delay [ns]:
sky130_fd_sc_hd__buf_16 0.31, sky130_fd_sc_hd__buf_4 0.53, sky130_fd_sc_hd__buf_4 0.56, sky130_fd_sc_hd__buf_4 0.61, sky130_fd_sc_hd__buf_4 0.67, sky130_fd_sc_hd__buf_4 0.56, sky130_fd_sc_hd__buf_4 0.55, sky130_fd_sc_hd__buf_4 0.57
sky130_fd_sc_hd__mux4_2 0.58, sky130_fd_sc_hd__a22oi_1 0.23, sky130_fd_sc_hd__nand4_1 0.44, sky130_fd_sc_hd__a211oi_1 0.45, sky130_fd_sc_hd__o211ai_1 0.49, sky130_fd_sc_hd__clkdlybuf4s50_1 0.60
-- synth_stat cells (all sizes together) (64+ instances only) --
cell / instances / share of area (%)
nor4: 97 / 0.19
nor2: 1096 / 1.3
nand3: 136 / 0.22
a22oi: 606 / 1.4
nor2b: 70 / 0.14
buf: 523 / 0.87
nand2: 577 / 0.69
a211oi: 159 / 0.38
mux4: 1470 / 10
o22ai: 257 / 0.51
mux2i: 1159 / 3.7
o21ai: 64 / 0.10
clkbuf: 452 / 0.54
edfxtp: 8192 / 78
a21oi: 160 / 0.25
a221oi: 160 / 0.44
-- metal layers --
metal  up-vias  track usage [%]  share of wire (%)
met5         -             2.57               0.23
met1     79200             39.9                 31
li1      66100                -                  -
met4        66             10.4                4.7
met3      1565             25.3                 19
met2      9382             42.6                 45
-- registers in the layout, summed over array words and instances (netlist names) --
signal / cells
u_memory.mem: 8192
valid: 1
-- final cells by class --
type	count	area (µm²)
multi-input combinational	6408	66300
antenna	42	105
clock buffer	1018	21300
fill	45800	274000
inverter	1	6.26
timing repair buffer	850	7000
tap	8350	10400
sequential	8193	246000
clock inverter	457	3630
-- power by group through the flow --
stage,clock network [mW],logic (mW),registers [mW]
4_1_cts,6.87,0.774,8.87
5_1_grt,7.16,0.822,8.87
6_report,6.76,0.772,8.87
-- cells by family (layout without fill, tap and decap cells) --
logic type | count (synthesis) | after routing | share of synthesized area (%)
other | 0 | 42 | 0
DFF | 8193 | 8193 | 77.8
muxes | 2630 | 2630 | 14.1
buffers and inverters | 976 | 2326 | 1.41
and+or+nand+nor | 2143 | 2143 | 2.88
AOI/OAI and AO/OA | 1635 | 1635 | 3.74
-- stage by stage --
| step | instances | hold slack [ns] | total power [mW] |
|---|---|---|---|
| 2_1_floorplan | 15600 | 8.22 | 9.42 |
| 3_3_place_gp | 23800 | 8.67 | 9.81 |
| 3_5_place_dp | 23800 | 8.67 | 9.82 |
| 4_1_cts | 25300 | 7.41 | 16.5 |
| 5_1_grt | 25300 | 7.48 | 16.9 |
| 6_report | 25300 | 7.49 | 16.4 |
-- final timing paths --
path                        startpoint                        endpoint  depth (start not counted)
max in group asynchronous          rst                 valid$_DFF_PN0_                          1
worst min-delay path               rst                 valid$_DFF_PN0_                          1
worst max-delay path        address[0]                     data_out[6]                         14
min in group clk0          data_in[25]  u_memory.mem[53][25]$_DFFE_PP_                          1
No activity file was given, so power comes from the tool's default toggle rates.
